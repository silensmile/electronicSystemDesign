===== flow/design.v =====
module sort(a,b,c,d,ra,rb,rc,rd);
  input[7:0] a,b,c,d;
  output[7:0] ra,rb,rc,rd;
  reg[7:0] ra,rb,rc,rd;
  reg[7:0] va,vb,vc,vd;
  always @ (a or b or c or d)
    begin
      {va,vb,vc,vd}={a,b,c,d};
      sort2(va,vc);
      sort2(vb,vd);
      sort2(va,vb);
      sort2(vc,vd);
      sort2(vb,vc);
      {ra,rb,rc,rd}={va,vb,vc,vd};
    end
    task sort2;
      inout[7:0] x,y;
      reg[7:0] tmp;
      if(x>y)
        begin
          tmp=x;
          x=y;
          y=tmp;
        end
    endtask
  endmodule

===== flow/constraint.sdc =====
current_design sort

set clk_period 21.1
set clk_io_pct 0.2

create_clock -name clk0 -period $clk_period

set non_clock_inputs [all_inputs -no_clocks]
set_input_delay [expr $clk_period * $clk_io_pct] -clock clk0 $non_clock_inputs
set_output_delay [expr $clk_period * $clk_io_pct] -clock clk0 [all_outputs]

===== flow/config.mk =====
export PLATFORM = sky130hd
export DESIGN_NAME = sort
export DESIGN_NICKNAME = sort
export VERILOG_FILES = /design/flow/design.v
export SDC_FILE = /design/flow/constraint.sdc
export NUM_CORES = 4
export LEC_CHECK = 1
export CORE_UTILIZATION = 40

===== flow/run.sh =====
#!/bin/bash
# OpenROAD 26Q1-2900-gdf79404cd8, Yosys 0.63+post, stock flow scripts
make -C /OpenROAD-flow-scripts/flow DESIGN_CONFIG=/design/flow/config.mk WORK_HOME=/design/flow/orfs finish

==> notes.md <==
Results of the full flow below.

Die:
- The run puts the die width at 75.3 um.
- The run puts the core area at 5140 sq um.
- In this run the count of I/O pins placed on the die edge is 64.
- The chip occupies 5660 sq um.
- The run gives the number of cell rows as 26.
- The run gives the vertical die size as 75.3 um.
- Once the floorplan was initialized, standard cells occupied 41.8% of the core.

Run:
- The run puts the tally of max-capacitance violations at 0.
- The run gives the OpenROAD warning count as 32.

Setup path:
- The run gives the critical path data arrival time as 11.22 ns.
- Among cell families on the critical path, the largest total delay comes from simple AND/OR/NAND/NOR gates.
- The worst setup path is captured at an output pin.
- The run gives the delay of the slowest critical-path stage as 0.52 ns.
- The timing report shows the most common cell along the critical path to be sky130_fd_sc_hd__nor2_1.
- For reference, the most critical setup path is categorized as input pin to output pin.
- The run gives the total buffers and inverters traversed by the critical path as 6.
- The run gives the worst endpoint required time as 16.88 ns.
- The largest individual stage delay along the critical path comes from the cell sky130_fd_sc_hd__or4b_4.
- Per the timing report, the biggest fanout along the worst path comes to 26.
- The worst setup path is launched from an input pin.

Synth:
- The run gives the mean area per synthesized cell as 7.38 sq um.
- The run puts the number of instances in the synthesized netlist at 291.
- The run puts the total cells reported by yosys after synthesis at 291.
- Before any placement, the netlist area is recorded as 2150 sq um.
- The run gives the Yosys warning count as 1.
- The run gives the yosys-reported design area after synthesis as 2150 sq um.
- sky130_fd_sc_hd__ha_1 takes more of the synthesized area than any other cell.
- The run puts the sequential share of the synthesized area at 0%.
- The run puts the number of unique standard cell types used by synthesis at 50.
- The share of synthesized area in the top cell type comes to 21.6%.
- Ranked by total cell area, the synthesized netlist is headed by sky130_fd_sc_hd__ha_1 22%, sky130_fd_sc_hd__mux2i_1 15%, sky130_fd_sc_hd__a21oi_1 7.0%.

Layout:
- The run gives the total of clock buffers placed in the layout as 0.
- The run gives the total of fill cells in the finished design as 529.
- The run puts the proportion of layout cells with a drive suffix above 1 at 6.92%.
- The layout report lists the multi-input gate area as 1970 sq um.
- Counting only logic cells after layout, the most numerous master is sky130_fd_sc_hd__clkdlybuf4s50_1.
- The run puts the final design utilization at 55.0%.
- Sequential cells placed in the final layout were counted as 0.
- By instance count after routing, the leading logic cell types are 64 x sky130_fd_sc_hd__clkdlybuf4s50_1, 37 x sky130_fd_sc_hd__ha_1, 32 x sky130_fd_sc_hd__mux2i_1.
- Per the layout area report, the register area comes to 0 sq um.
- The run puts the synthesis-to-finish area growth at 31.6%.

Power and ir drop:
- The run puts the fraction of power consumed by the clock network at 0%.
- The run puts the register share of total power at 0%.
- The run gives the switching power as a share of total power as 44.6%.
- The run gives the total net switching power as 0.0000988 W.
- The run gives the proportion of power drawn by combinational gates as 100.0%.
- The leakage component of the power was reported as 1.33 nW.
- The run puts the total power divided by cell area at 78.4 nW/um^2.
- The run puts the internal power contribution at 0.000123 W.
- The run gives the maximum ir drop on the vdd rail as 0.0000621 V.

Routing:
- The run puts the count of vias placed by the detailed router at 2307.
- The run gives the antenna diode count as 0.
- The first detailed-routing pass ran for 4 iterations.
- The run puts the violation count after the first detailed-routing iteration at 84.
- The run puts the post-route antenna net violation count at 0.
- The run gives the aggregate routed wire length as 6340 um.
- The run puts the remaining routing DRC violations at 0.
- The run gives the final routed wire length divided by cell count as 15.2 um.
- After detailed routing, the number of vias per cell comes to 5.53.

STA:
- The run puts the measured slew at the worst slew-check pin at 0.794 ns.
- The run gives the count of endpoints failing setup in the final report as 0.
- The run gives the number of hold-slack violations in the final timing report as 0.
- The final timing report derives a shortest allowable period of 15.44 ns.
- The run puts the final sum of negative setup slack at 0 ns.
- The run puts the maximum clock frequency at 0.0648 GHz.
- The run gives the ratio of final minimum period to clock period as 73.2%.
- The run puts the max-slew violation count at 0.
- The run puts the headroom to the max-slew limit at 47.0%.
- Setup repair after global routing left no endpoint under its margin.

Global routing:
- The run puts the maximum number of pins on one net before global-route repair at 27.
- The run puts the number of antenna violations at the first check in global routing at 0.
- The run puts the number of global-route vias before repair at 2110.
- The first global-routing pass estimated 10100 um of wire.
- Global routing used 23.5% of the available tracks.
- The run puts the total overflow reported by the global router at 0.

Min path:
- The worst hold path belongs to the class input pin to output pin.

Clock tree:
- The run gives the number of post-CTS setup repair buffers as 0.
- The run gives the hold buffer count at cts as 0.
- The run puts the number of instances resized during post-cts repair at 0.

Status:
- The run finished with clean final reports.

Place:
- The run puts the number of buffers added on ports at 64.
- The run puts the final weighted congestion of routability-driven global placement at 0.871.
- The run puts the post-detailed-placement half-perimeter wirelength at 5420 um.
-- kinds of logic after synthesis --
kind of cell	after synthesis	synth area share, %
AND-OR/OR-AND	91	29.4
AND/OR/NAND/NOR	81	20.5
multiplexers	40	19.5
buffers and inverters	40	8.22
adder cells (fa/ha/maj)	38	22.1
XOR/XNOR	1	0.408
-- final timing paths --
kind	from	endpoint	cells past startpoint	slack, ns
hold / removal	c[6]	rd[6]	4	9.57
setup / recovery	c[7]	rb[6]	32	5.66
-- Yosys cell counts (2+ instances only) --
| library cell | n |
|---|---|
| sky130_fd_sc_hd__and4_1 | 3 |
| sky130_fd_sc_hd__mux2_2 | 6 |
| sky130_fd_sc_hd__ha_1 | 37 |
| sky130_fd_sc_hd__o211ai_1 | 6 |
| sky130_fd_sc_hd__nor2b_1 | 5 |
| sky130_fd_sc_hd__clkbuf_1 | 4 |
| sky130_fd_sc_hd__o21ai_0 | 6 |
| sky130_fd_sc_hd__a221o_1 | 2 |
| sky130_fd_sc_hd__buf_2 | 3 |
| sky130_fd_sc_hd__a211oi_1 | 3 |
| sky130_fd_sc_hd__o21ai_1 | 8 |
| sky130_fd_sc_hd__o221ai_1 | 5 |
| sky130_fd_sc_hd__nand2_1 | 21 |
| sky130_fd_sc_hd__o32a_1 | 5 |
| sky130_fd_sc_hd__nor2_1 | 27 |
| sky130_fd_sc_hd__a21oi_1 | 30 |
| sky130_fd_sc_hd__and2_1 | 3 |
| sky130_fd_sc_hd__and3_1 | 2 |
| sky130_fd_sc_hd__mux2i_1 | 32 |
| sky130_fd_sc_hd__nand3_1 | 5 |
| sky130_fd_sc_hd__o211ai_2 | 2 |
| sky130_fd_sc_hd__nand4_1 | 5 |
| sky130_fd_sc_hd__a21oi_2 | 2 |
| sky130_fd_sc_hd__a21o_1 | 6 |
| sky130_fd_sc_hd__inv_1 | 30 |
| sky130_fd_sc_hd__a211oi_2 | 2 |
| sky130_fd_sc_hd__o21a_1 | 6 |
| sky130_fd_sc_hd__mux2_4 | 2 |
| sky130_fd_sc_hd__nand2b_1 | 2 |
-- per-stage QoR --
stage,setup WS (ns),cells,total power (W),hold slack (ns),area (sq um)
after CTS,5.66,417,0.000223,9.58,2830
after global placement,5.78,417,0.000221,9.61,2830
final,5.66,417,0.000222,9.57,2830
after detailed placement,5.67,417,0.000221,9.58,2830
after global routing,5.09,417,0.000246,9.68,2830
after floorplan,7.39,291,0.000124,8.58,2150
-- power groups by stage --
stage / combinational [W] / sequential, W / clock (W)
after CTS: 0.000223 / 0 / 0
after global routing: 0.000246 / 0 / 0
final: 0.000222 / 0 / 0
-- tightest hold or removal path, stage by stage --
cell                              delay, ns
sky130_fd_sc_hd__clkdlybuf4s50_1       0.42
sky130_fd_sc_hd__mux2i_1               0.22
sky130_fd_sc_hd__mux2i_1               0.10
sky130_fd_sc_hd__clkdlybuf4s50_1       0.39
-- metal layers --
layer	up-vias	part of all wire, %	GRT usage, %
met5	-	0	0
met4	0	0	0
met2	59	46	40.6
met1	1038	50	35.2
met3	0	4.1	0.407
li1	1210	-	-
-- final cells by class --
| type | instances | area share [%] |
|---|---|---|
| Timing Repair Buffer | 66 | 23.2 |
| Inverter | 30 | 3.98 |
| Tap cell | 70 | 3.10 |
| Multi-Input combinational cell | 251 | 69.7 |
Power is estimated from default activity; no workload was simulated.

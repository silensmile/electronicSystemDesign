**config.mk**
```make
export PLATFORM = sky130hd
export DESIGN_NAME = light_All
export DESIGN_NICKNAME = light_All
export VERILOG_FILES = /design/flow/design.v
export SDC_FILE = /design/flow/constraint.sdc
export NUM_CORES = 4
export LEC_CHECK = 1
export CORE_UTILIZATION = 50
```
**constraint.sdc**
```tcl
current_design light_All

set clk_period 5.0
set clk_io_pct 0.2

create_clock -name clk0 -period $clk_period [get_ports {clk10}]

set non_clock_inputs [all_inputs -no_clocks]
set_input_delay [expr $clk_period * $clk_io_pct] -clock clk0 $non_clock_inputs
set_output_delay [expr $clk_period * $clk_io_pct] -clock clk0 [all_outputs]
```
**design.v**
```verilog
module light_All(clk10,rst,switch,light);
  input clk10,rst;
  input[2:0]switch;
  output[2:0]light;
  reg[2:0]state1,state2,state3;
  reg[7:0]count1,count2,count3;
  reg[2:0]count_1,count_2,count_3;
  reg[2:0]light;
  parameter
    state1_start=3'b000,state2_start=3'b000,state3_start=3'b000,				 
    state1_work=3'b001,state2_work=3'b001,state3_work=3'b001,					 
    state1_up=3'b010,state2_up=3'b010,state3_up=3'b010,							 
    state1_down=3'b011,state2_down=3'b011,state3_down=3'b011,					 
    state1_other=3'b100,state2_other=3'b100,state3_other=3'b100;				 
  always@(posedge clk10)
    if(!rst)
    begin
       	state1<=state1_start;
       	count1<=8'b0;
       	count_1<=3'b0;
   	end
    else
    	if(switch[0]=='b1&&count_1<4)											 
        	count_1<=count_1+1;
    	else
        	case(state1)
          		state1_start:													 
          		if(switch[0]=='b1)
            	begin
              		state1<=state1_up;											 
              		light[0]<='b1;
              		count1<=78;
            	end
          		else
            	begin
              		state1<=state1_start;
              		light[0]<='b0;
            	end
          		state1_work:
		          	if(count1>0)
		           	begin
		              	count1<=count1-1;
		              	if(switch[0]=='b0&&(state2==3'b010||state3==3'b010))	 
		                begin 													 
		                 	light[0]<='b0;										 
		                  	state1<=state1_down;
		              	end
		            end
		          	else														 
		          	begin
		          		if(switch[0]=='b0)
              			begin
                			state1<=state1_down;								 
              			end
            			else
              			begin
                			state1<=state1_other;								 
                			count1<=39;
              			end
		          	end
          		state1_other:
          			if(switch[0]=='b1)
          			begin
          				if (count1>0)begin
          					count1<=count1-1;
            				state1<=state1_other;
          				end
          				else begin
          					light[0]<='b0;
          				end
          			end
          			else begin
          				state1<=state1_down;
          			end
          		state1_down:
           			begin
              			light[0]<='b0;
              			count_1<=3'b0;
              			state1<=state1_start;
            		end
          		state1_up:
            		begin
              			state1<=state1_work;
            		end
          		default:
            		state1<=state1_start;
        	endcase
  always@(posedge clk10)
    if(!rst)
    begin
        state2<=state2_start;
        count2<=8'b0;
        count_2<=3'b0;
    end
    else
      	if(switch[1]=='b1&&count_2<4)
        	count_2<=count_2+1;
      	else
        	case(state2)
          		state2_start:
          			if(switch[1]=='b1)
            		begin
              			state2<=state2_up;
              			light[1]<='b1;
              			count2<=78;
            		end
          			else
            		begin
              			state2<=state2_start;
              			light[1]<='b0;
            		end
          		state2_work:
          			if(count2>0)
            		begin
              			count2<=count2-1;
              			if(switch[1]=='b0&&(state1==3'b010||state3==3'b010))
                		begin
                  			light[1]<='b0;
                  			state2<=state2_down;
              			end
            		end
          			else
            			if(switch[1]=='b0)
              			begin
                			state2<=state2_down;
              			end
            			else
              			begin
                			state2<=state2_other;
                			count2<=39;
              			end
          		state2_other:
            		if(switch[1]=='b1)
          			begin
          				if (count2>0)begin
          					count2<=count2-1;
            				state2<=state2_other;
          				end
          				else begin
          					light[1]<='b0;
          				end
          			end
          			else begin
          				state2<=state2_down;
          			end
          		state2_down:
            	begin
            	  	light[1]<='b0;
            	  	count_2<=3'b0;
            	  	state2<=state2_start;
            	end
          		state2_up:
          		  	begin
          		  	  	state2<=state2_work;
          		  	end
          		default:
          		  	state2<=state2_start;
        	endcase
  always@(posedge clk10)
    if(!rst)
    begin
        state3<=state3_start;
        count3<=8'b0;
        count_3<=3'b0;
    end
    else
      	if(switch[2]=='b1&&count_3<4)
        	count_3<=count_3+1;
      	else
        	case(state3)
				state3_start:
          			if(switch[2]=='b1)
          			  	begin
          			  	  	state3<=state3_up;
          			  	  	light[2]<='b1;
          			  	  	count3<=78;
          			  	end
          			else
          			  	begin
          			 	   	state3<=state3_start;
          			  	  	light[2]<='b0;
          			  	end
          		state3_work:
		          	if(count3>0)
			        begin
			            count3<=count3-1;
			            if(switch[2]=='b0&&(state1==3'b010||state2==3'b010))
			            begin
			                light[2]<='b0;
			                state3<=state3_down;
			            end
			        end
			          	else
			            	if(switch[2]=='b0)
			              	begin
			                	state3<=state3_down;
			              	end
			            	else
			              	begin
			                	state3<=state3_other;
			                	count3<=39;
			              	end
		        state3_other:
		          	if(switch[2]=='b1)
          			begin
          				if (count3>0)begin
          					count3<=count3-1;
            				state3<=state3_other;
          				end
          				else begin
          					light[2]<='b0;
          				end
          			end
          			else begin
          				state3<=state3_down;
          			end
          		state3_down:
            	begin
              		light[2]<='b0;
              		count_3<=3'b0;
              		state3<=state3_start;
            	end
          		state3_up:
            	begin
              		state3<=state3_work;
            	end
          		default:
            		state3<=state3_start;
        	endcase
endmodule
```
**run.sh**
```bash
#!/bin/bash
# OpenROAD 26Q1-2900-gdf79404cd8, Yosys 0.63+post, stock flow scripts
make -C /OpenROAD-flow-scripts/flow DESIGN_CONFIG=/design/flow/config.mk WORK_HOME=/design/flow/orfs finish
```
==> reports/qor.txt <==
status: finished, final reports clean
crit path kind: input pin to flop
post-synthesis cell type count: 59
global-route wire length before repair: 9.88 mm
Cell Pwr Density: 313 nW/um2
max-slew violation count: 0
tool warnings: 27
ys async rst share: 0%
Post-CTS Setup Bufs: 0
final cycle utilization of the critical path: 54.0%
chip area: 5840 um2
aggregate global routing overflow: 0
dominant cell type by area after synthesis: dfxtp_1
CTS H-Tree Depth: 2
Worst Path Arrival: 2.90 ns
Max-cap violations: 0
worst slew pin tran: 0.638 ns
Final Hold Vio Count: 0
Flops after synth: 51
Skew-Pair Late Insertion Delay: 0.30 ns
Clock Skew: 0.00475 ns
WHS: 0.493 ns
crit end category: flop
Layout area overhead: 7.64%
CTS tree: built
1st-pass router iterations: 4
mean cell area of the mapped netlist: 7.93 um2
GP Congestion: 0.848
Antenna Nets Post-Route: 0
Detail Placement HPWL: 3.79 mm
initial antenna violation count: 0
Die W: 76.4 um
Rel. slew slack: 57.4%
count of library flops with an enable pin: 3
Chip Area, Yosys: 2770 um2
IO Port Bufs: 7
unrepaired setup endpoints after global routing: false
TritonCTS Buffers: 5
Total GRT Usage: 20.6%
Rows: 26
CP required: 5.20 ns
Largest cells by area: dfxtp_1 (35%), nor2_1 (6.8%), a21oi_1 (5.4%)
Worst-path clk slew: 0.09 ns
post-layout minimum cycle time: 2.70 ns
Critical Path Start Type: input pin
fill count: 479
Root Buffer: clkbuf_8
setup_tns: 0 ns
logic area: 1590 um2
vias in the first global route: 2255
synth warn: 1
Synth Seq Share: 38.0%
ANT cells: 0
yosys cell count: 349
Synth top area share: 34.7%
Clock Path Buffers: 2
f_max: 0.370 GHz
share of cells above drive strength 1: 6.65%
Most common reg cell: dfxtp_1
Reg area: 1050 um2
standby leakage power: 1.13 nW
Post-Route WL: 5.60 mm
Die Span Y: 76.4 um
mapped cell area: 2770 um2
Sinks on Clock Net: 51
Max FO, Critical Path: 13
hold_buf cts: 0
core area: 5200 um2
VDD IR max: 0.156 mV
Via-to-Cell Ratio: 5.80
synthesized instance count: 349
I/O pin count: 8
Routed WL per cell: 13.5 um
Hold WC Path Type: flop to flop
largest net degree at the start of global routing: 27
CTS resizes: 0
setup violators final: 0
fp_density: 53.2%
DRC viols: 0
Vias: 2414
initial drt markers: 105
-- critical path, cell delays in order --
cell and delay [ns]:
clkdlybuf4s50_1 0.59, nand2b_1 0.29, o221ai_1 0.19, o21ba_2 0.43, o21ai_0 0.14, a31o_2 0.26
-- cell families after synthesis --
group,after synthesis,synth area share [%]
flip-flops,51,38.0
buffers and inverters,33,4.74
AND/OR/NAND/NOR,141,24.8
adder cells (fa/ha/maj),6,2.71
AND-OR/OR-AND,109,26.5
XOR/XNOR,1,0.316
multiplexers,8,2.94
-- per-layer routing --
layer	global-route usage (%)	up-vias	routed length (um)
met4	2.50	0	55
met3	3.04	6	124
met2	34.1	18	2550
li1	-	1262	-
met5	0	-	0
met1	30.2	1128	2880
-- path summary, 6_finish.rpt --
check                           cells after the start        end       from  slack, ns
worst max register to register                      7   light[1]  count2[0]       2.73
worst min register to register                      1  count3[5]  count3[5]       0.49
worst min-delay path                                1  count3[5]  count3[5]       0.49
worst max-delay path                                6  count3[5]  switch[2]       2.30
-- placed cells by master (no fill, tap or decap), types with 3 or more instances in the layout --
master | netlist | layout
nand2b_1 | 7 | 7
nor2b_1 | 5 | 5
ha_1 | 6 | 6
nand2_1 | 28 | 28
a31oi_1 | 4 | 4
a21oi_1 | 30 | 30
nor2_1 | 50 | 50
clkbuf_8 | 0 | 6
nor3_1 | 10 | 10
nand3b_1 | 6 | 6
a32oi_1 | 3 | 3
buf_4 | 1 | 3
o211a_1 | 4 | 4
dfxtp_1 | 48 | 48
clkdlybuf4s50_1 | 0 | 7
mux2i_1 | 7 | 7
nand3_1 | 8 | 8
inv_1 | 11 | 11
or2_2 | 4 | 4
o311ai_0 | 3 | 3
o211ai_1 | 3 | 3
o21ai_0 | 28 | 28
a21o_1 | 3 | 3
edfxtp_1 | 3 | 3
or3_1 | 6 | 6
a22oi_1 | 3 | 3
-- area by class of cell --
class,count,area share [%]
multi-input cells,265,53.2
flip-flops and latches,51,35.3
repair buffers,10,3.11
well taps,70,2.94
clock buffers,6,2.77
inverters,12,1.51
clock inverters,2,1.18
-- sequential cells by signal (all words and copies together) (netlist names) --
register and count:
count3 8, count2 8, count_3 3, light 3, count1 8, state2 5
state3 5, count_2 3, state1 5, count_1 3
-- stage by stage --
| step | instance area, um2 | std cells | power, mW | utilization [%] | setup WS (ns) |
|---|---|---|---|---|---|
| global route | 2980 | 416 | 0.993 | 57.3 | 2.21 |
| floorplan | 2770 | 349 | 0.606 | - | 2.68 |
| CTS | 2980 | 416 | 0.943 | 57.3 | 2.36 |
| finish | 2980 | 416 | 0.933 | 57.3 | 2.30 |
| detailed placement | 2860 | 408 | 0.645 | 55.0 | 2.04 |
| global placement | 2860 | 408 | 0.645 | 55.0 | 2.04 |
-- power by group --
part / internal (mW) / switching [mW] / leakage, nW
clock: 0.162 / 0.134 / 0.0612
sequential: 0.430 / 0.0182 / 0.418
combinational: 0.0780 / 0.111 / 0.646
-- cell usage after synthesis, drive strengths merged, types with 3 or more instances --
cell type  count
o211a          4
or3            6
nand2         28
dfxtp         48
buf            4
or2            4
a31oi          4
a22oi          3
nand3b         6
nor2          51
nand3          8
nand2b         7
ha             6
a21o           3
o21ai         28
o311ai         3
a21oi         30
mux2i          7
nor2b          5
clkbuf        17
o211ai         3
inv           11
nor3          10
edfxtp         3
a32oi          3
Power figures rest on the tool's default switching activity, not on a simulated workload.
